**design/flow/config.mk**
```make
export PLATFORM = sky130hd
export DESIGN_NAME = maindsp48a1
export DESIGN_NICKNAME = maindsp48a1
export VERILOG_FILES = /design/flow/design.v
export SDC_FILE = /design/flow/constraint.sdc
export NUM_CORES = 4
export LEC_CHECK = 1
export CORE_UTILIZATION = 30
```
**design/flow/constraint.sdc**
```tcl
current_design maindsp48a1

set clk_period 13.6
set clk_io_pct 0.2

create_clock -name clk0 -period $clk_period [get_ports {clk}]

set non_clock_inputs [all_inputs -no_clocks]
set_input_delay [expr $clk_period * $clk_io_pct] -clock clk0 $non_clock_inputs
set_output_delay [expr $clk_period * $clk_io_pct] -clock clk0 [all_outputs]
```
**design/flow/design.v**
```verilog
module bmux #(
parameter B_INPUT = "DIRECT" ,
parameter width = 18
)(
input [width-1:0] in0,
input [width-1:0] in1,
output [width-1:0] out
);
assign out = (B_INPUT=="DIRECT") ? in0 : in1;
endmodule
module carrycasecade #(
parameter CARRYINSEL = "OPMODE5" 
) (
input OPMODE5,
input cin,
output out
);
assign out = (CARRYINSEL== "OPMODE5") ? OPMODE5: (CARRYINSEL == "CARRYIN") ? cin : 0;
endmodule
module maindsp48a1 #(
parameter width1       = 18                ,
parameter width2       = 48                ,
parameter width3       = 8                 ,
parameter width4       = 36                ,
parameter width5       = 1                 ,
parameter A0REG        = 0                 ,
parameter A1REG        = 1                 ,
parameter B0REG        = 0                 ,
parameter B1REG        = 1                 ,
parameter PREG         = 1                 ,
parameter CREG         = 1                 ,
parameter DREG         = 1                 ,
parameter MREG         = 1                 ,
parameter CARRYINREG   = 1                 ,
parameter CARRYOUTREG  = 1                 ,
parameter OPMODEREG    = 1                 ,
parameter CARRYINSEL   = "OPMODE5"         ,
parameter B_INPUT      = "DIRECT"          ,
parameter RSTTYPE      = "SYNC"         
)(
input [width1-1:0] A                       ,
input [width1-1:0] B                       ,
input [width1-1:0] D                       ,
input [width2-1:0] C                       ,
input [width1-1:0] BCIN                    ,
input [width2-1:0] PCIN                    ,
input [width3-1:0] OPMODE                  ,
input clk                                  ,
input CARRYIN                              ,
input RSTA                                 ,
input RSTB                                 ,
input RSTC                                 ,
input RSTCARRYIN                           , 
input RSTD                                 ,
input RSTM                                 ,
input RSTOPMODE                            ,
input RSTP                                 ,
input CEA                                  ,
input CEB                                  ,
input CEM                                  , 
input CEP                                  ,
input CEC                                  ,
input CED                                  ,
input CECARRYIN                            , 
input CEOPMODE                             ,
output  [width2-1:0] P                        ,
output  [width4-1:0] M                        ,
output  CARRYOUT                              ,
output  CARRYOUTF                             ,
output [width1-1:0] BCOUT                     ,
output [width2-1:0] PCOUT                
);
wire [width1-1:0] A0_wire                        ;
wire [width1-1:0] A1_wire                        ;
wire [width1-1:0] B0_wire                        ;
wire [width1-1:0] B0_wire2                       ;
wire [width1-1:0] D_wire                         ;
wire [width2-1:0] C_wire                         ;
wire [width3-1:0] W_OPMODE                       ;
wire [width1-1:0] pre_addout                     ;
wire [width1-1:0] pre_addoutreg                  ;
wire [width4-1:0] mout                           ;        
wire [width4-1:0] mreg                           ;         
wire [width2-1:0] muxout                         ;  
wire [width2-1:0] muxzout                        ;
wire              carryin                        ;
wire              carryinreg                     ;
wire [width2-1:0] ppostout                       ;
mux_reg_operation #( .widthi(width3), .REG_STATE(OPMODEREG), .RSTTYPE(RSTTYPE)) 
opmode(.clk(clk), .cei(CEOPMODE), .rst(RSTOPMODE),.in(OPMODE),.out(W_OPMODE));
bmux #(.B_INPUT(B_INPUT), .width(width1)) 
bin0(.in0(B), .in1(BCIN), .out(B0_wire));
mux_reg_operation #( .widthi(width1), .REG_STATE(B0REG), .RSTTYPE(RSTTYPE)) 
b0reg(.clk(clk), .cei(CEB), .rst(RSTB),.in(B0_wire),.out(B0_wire2));
mux_reg_operation #( .widthi(width1), .REG_STATE(DREG), .RSTTYPE(RSTTYPE)) 
d0reg(.clk(clk), .cei(CED), .rst(RSTD),.in(D),.out(D_wire));
pre_adder #(.with(width1))
preadding(.in1(D_wire), .in2(B0_wire2), .out(pre_addout), .opmodeadd(W_OPMODE[6]), .opsmodesel(W_OPMODE[4]));
mux_reg_operation #( .widthi(width1), .REG_STATE(B1REG), .RSTTYPE(RSTTYPE)) 
b1reg(.clk(clk), .cei(CEB), .rst(RSTB),.in(pre_addout),.out(pre_addoutreg));
mux_reg_operation #( .widthi(width1), .REG_STATE(A0REG), .RSTTYPE(RSTTYPE)) 
A0reg(.clk(clk), .cei(CEA), .rst(RSTA),.in(A),.out(A0_wire));
mux_reg_operation #( .widthi(width1), .REG_STATE(A1REG), .RSTTYPE(RSTTYPE)) 
a1reg(.clk(clk), .cei(CEA), .rst(RSTA),.in(A0_wire),.out(A1_wire));
mux_reg_operation #( .widthi(width2), .REG_STATE(CREG), .RSTTYPE(RSTTYPE)) 
c0reg(.clk(clk), .cei(CEC), .rst(RSTC),.in(C),.out(C_wire));
multiplier   #(.with1(width1),.widthmul(width4))
multip(.in1(A1_wire),.in2(pre_addoutreg),.out(mout));
mux_reg_operation #( .widthi(36), .REG_STATE(MREG), .RSTTYPE(RSTTYPE)) 
m0reg(.clk(clk), .cei(CEM), .rst(RSTM),.in(mout),.out(mreg));
mux4x1 muxx4(.opmodemux(W_OPMODE[1:0]),.in0({12'b0,mreg}),.in1(PCOUT),.in2({D_wire[11:0],A1_wire,pre_addoutreg}),.out(muxout));
mux4x1 muxz4(.opmodemux(W_OPMODE[3:2]),.in0(PCIN),.in1(PCOUT),.in2(C_wire),.out(muxzout));
carrycasecade #(.CARRYINSEL(CARRYINSEL))
carryinc(.cin(CARRYIN),.OPMODE5(W_OPMODE[5]),.out(carryin));
wire carryoutreg;
mux_reg_operation #( .widthi(width5), .REG_STATE(CARRYOUTREG), .RSTTYPE(RSTTYPE)) 
CYO(.clk(clk), .cei(CECARRYIN), .rst(RSTCARRYIN),.in(carryoutreg),.out(CARRYOUT));
post_adder #(.width(width2))
postadd(.opmodepostadd(W_OPMODE[7]),.in0(muxzout),.in1(muxout),.in2(carryinreg),.out(ppostout),.cout(carryoutreg));
mux_reg_operation #( .widthi(width5), .REG_STATE(B1REG), .RSTTYPE(RSTTYPE)) 
carryincase(.clk(clk), .cei(CECARRYIN), .rst(RSTCARRYIN),.in(carryin),.out(carryinreg));
mux_reg_operation #( .widthi(width2), .REG_STATE(PREG), .RSTTYPE(RSTTYPE)) 
poutreg(.clk(clk), .cei(CEP), .rst(RSTP),.in(ppostout),.out(PCOUT));
assign CARRYOUTF = CARRYOUT           ;
assign BCOUT     = pre_addoutreg      ;
assign P         = PCOUT              ;
assign M         = mreg               ;
endmodule
module multiplier #(
parameter with1  = 18     ,
parameter widthmul = 36  
)(
input [with1-1:0] in1   ,
input [with1-1:0] in2   ,
output [widthmul-1:0]  out       
);
assign out = in1 * in2;
endmodule
module mux4x1 
(
input  [1:0] opmodemux      ,
input  [47:0]  in0    ,
input  [47:0 ]  in1   ,
input  [47:0 ]  in2   ,
output [47:0]  out   
);
assign out = (opmodemux==0) ? 0:
             (opmodemux==1) ?  in0:
             (opmodemux==2) ?  in1:
             in2;
endmodule
module mux_reg_operation #(
  parameter widthi      =  18,
  parameter REG_STATE   =  1,        
  parameter RSTTYPE     = "SYNC"     
) (
  input clk,
  input cei,
  input rst,
  input [widthi-1:0] in,
  output [widthi-1:0] out
);
generate
    if(RSTTYPE=="SYNC") begin
      mux_reg_sync #(.REG_STATE(REG_STATE),.widthi(widthi)) 
      mux_reg_18bits( .cei(cei),.clk(clk),.rst(rst),.in(in),.out(out));
    end else begin
       mux_reg_async #(.REG_STATE(REG_STATE),.widthi(widthi)) 
       mux_reg_18bits( .cei(cei),.clk(clk),.rst(rst),.in(in),.out(out));
    end
endgenerate
endmodule
module mux_reg_sync #(
  parameter widthi = 18,
parameter REG_STATE = 1
)(
  input clk,
  input cei,
  input [widthi-1:0] in,
  input rst,
  output [widthi-1:0] out
);
reg [widthi-1:0] out_mux_reg;
assign out = (REG_STATE==1) ? out_mux_reg : in;
always @(posedge clk) begin
    if(cei) begin
      if(rst) begin
        out_mux_reg <= 0;
      end else begin
        out_mux_reg <= in;
      end
    end else begin
      out_mux_reg <= 0;
    end
end
endmodule
module post_adder#(
parameter width = 48
)(
input [width-1:0] in0,
input [width-1:0] in1,
input in2,
input opmodepostadd,
output [width-1:0] out,
output cout
);
assign {cout,out} = (opmodepostadd==0) ? (in0+in1+in2): (in0 - (in1+in2));
endmodule
module pre_adder #(
parameter with = 18   
)(
input [with-1:0] in1    ,
input [with-1:0] in2    ,
input opmodeadd         ,
input opsmodesel        ,
output [with-1:0]  out       
);
wire [with-1:0] pre_out ;
assign pre_out = (opmodeadd==0) ? (in1 + in2) : (in1 - in2);
assign out = (opsmodesel==1) ? (pre_out) : (in2);
endmodule
```
**design/flow/run.sh**
```bash
#!/bin/bash
# OpenROAD 26Q1-2900-gdf79404cd8, Yosys 0.63+post, stock flow scripts
make -C /OpenROAD-flow-scripts/flow DESIGN_CONFIG=/design/flow/config.mk WORK_HOME=/design/flow/orfs finish
```
==> results.sh <==
# flow metrics
export IMPL_track_usage=0.197
export IMPL_ys_types=87
export IMPL_finalCritPeriodShare=0.537
export IMPL_outcome="complete, no violations"
export IMPL_drive_gt1_frac=0.0636
export IMPL_grt_ovfl_total=0
export IMPL_hold_path_class="reg -> reg"
export IMPL_ys_seq_share=0.153
export IMPL_io_buffers=326
export IMPL_top_cell_area_share=0.204
export IMPL_drt_pass1_iterations=5
export IMPL_rsz0062_at_grt="no"
export IMPL_setup_viol=0
export IMPL_postSynthAreaPerCell_um2=8.49
export IMPL_cap_viol_max_count=0
export IMPL_hold_buffers=0
export IMPL_row_count=106
export IMPL_wl_met3_um=8430
export IMPL_cts_buffers_inserted=17
export IMPL_critPathMaxStageDelay_ns=0.66
export IMPL_ant_nets=0
export IMPL_fp_util=0.305
export IMPL_worst_pin_slew_ns=0.818
export IMPL_yosys_cells=3014
export IMPL_hpwl_um=64400
export IMPL_final_hold_viol_count=0
export IMPL_drtIter0Drc=1012
export IMPL_design_core_area_um2=84000
export IMPL_maxSlewViolCount=0
export IMPL_top_cell="inv_1"
export IMPL_ys_top_cells_by_count="inv_1 (450), ha_1 (267), nand2_1 (266)"
export IMPL_viasPerCell=4.83
export IMPL_netlist_instances=3014
export IMPL_antenna_found_initial=1
export IMPL_cts_setup_buffers=0
export IMPL_startpoint_type="register"
export IMPL_worst_path_most_repeated_cell="fa_1"
export IMPL_num_vias=21100
export IMPL_drc=0
export IMPL_wl_met2_um=35700
export IMPL_cp_data_arrival_time_ns=7.72
export IMPL_totalWireLength_um=81600
export IMPL_synthArstFlopShare=0
export IMPL_synth_area_yosys_um2=25600
export IMPL_wl_per_cell_um=18.6
export IMPL_cp_max_fo=19
export IMPL_clock_latency_late_pin_ns=0.52
export IMPL_fin_worst_skew_ns=0.0194
export IMPL_fin_crit_ns=7.31
export IMPL_cts_htree_levels=4
export IMPL_edf_count=0
export IMPL_clock_sinks=196
export IMPL_ys_ff=196
export IMPL_path_class="reg -> reg"
export IMPL_critPathRequiredTime_ns=14.01
export IMPL_hold_worst_slack_ns=0.567
export IMPL_ir_drop_v=0.000109
export IMPL_yosysTopAreaCell="fa_1"
export IMPL_fmax_mhz=137
export IMPL_max_slew_margin_rel=0.449
export IMPL_slowest_stage="nor4_1"
export IMPL_endpoint_kind="register"
export IMPL_powerDensity_nw_per_um2=58.5
export IMPL_syn2layout_area_growth_pct=19.0
export IMPL_cts_repair_resized=0
export IMPL_grt_pass1_wl_um=125000
export IMPL_die_w_um=294
export IMPL_path_clk_slew_ns=0.09
export IMPL_clock_path_buffers=2
export IMPL_grt_max_degree=50
export IMPL_grt_pass1_vias=20900
export IMPL_leakage_nw=14.3
export IMPL_top_layer_used="met5"
export IMPL_gp_congestion=0.953
export IMPL_top_cells_by_area="fa_1 (20%), dfxtp_1 (15%), ha_1 (13%)"
export IMPL_routedLengthMet1_um=35600
export IMPL_ys_warn_count=6
export IMPL_cts_root_buffer="clkbuf_16"
export IMPL_synthesis_area_um2=25600
export IMPL_cp_num_buf_inv=4
export IMPL_tns_ns=0
export IMPL_crit_family="adder cells"
export IMPL_chipArea_um2=86400
export IMPL_cp_cell_sequence="buf_4 > nand2_1 > fa_1 > fa_1 > fa_1 > fa_1 > inv_1 > fa_1 > inv_1 > fa_1 > inv_1 > ha_1 > nand2_1 > nor3_1 > a31oi_1 > nor2_1 > nor4_1 > nor3_1 > a2111oi_2 > o21ai_1 > o31ai_1 > xor2_1 > nor2_1"
export IMPL_ios=346
export IMPL_die_y_um=294
export IMPL_synth_main_ff_cell="dfxtp_1"
export IMPL_cts_tree="built"
export IMPL_openroad_warnings=91
[cell families (layout without fill, tap and decap cells)]
| family | count (synthesis) | in the layout | share of synthesized area |
|---|---|---|---|
| XOR/XNOR | 138 | 138 | 0.0473 |
| adder cells (fa/ha/maj) | 528 | 528 | 0.335 |
| multiplexers | 111 | 111 | 0.0476 |
| buffers and inverters | 638 | 864 | 0.101 |
| AND-OR/OR-AND | 544 | 544 | 0.149 |
| flip-flops | 196 | 196 | 0.153 |
| AND/OR/NAND/NOR | 859 | 859 | 0.167 |
| other | 0 | 2 | 0 |
[where the power goes]
part | internal, mW | leakage (nW) | total [mW] | switching [mW]
Sequential | 0.595 | 1.60 | 0.616 | 0.0206
Combinational | 0.272 | 12.4 | 0.591 | 0.319
Clock | 0.281 | 0.300 | 0.572 | 0.292
Total | 1.15 | 14.3 | 1.78 | 0.632
[worst register-to-register path: cells and delay by family (launching register included)]
family,cells,cell delay (ns)
compound gates,4,1.48
buf+inv,4,0.49
xor+xnor,1,0.18
flops,1,0.39
simple gates,7,1.28
fa+ha+maj,7,3.37
[layout by cell type, fill, tap and decap left out, types with 18 or more instances in the layout]
master,n
a21oi_1,145
a22oi_1,25
nor2_1,158
buf_4,56
and3_1,19
o21bai_1,18
dfxtp_1,191
nor2b_1,36
a22o_1,62
xnor2_1,96
nor3_1,31
and2_1,241
o21ai_0,60
inv_1,450
xor2_1,42
a21o_1,77
mux2_2,84
clkdlybuf4s50_1,326
a211oi_1,31
nand2b_1,19
fa_1,261
nand2_1,266
mux2i_1,27
nand3_1,25
ha_1,267
[area by class of cell]
cell class / instances / area [um^2]
Inverter: 450 / 1690
Fill cell: 8609 / 53500
Tap cell: 1134 / 1420
Multi-Input combinational cell: 2180 / 19100
Antenna cell: 2 / 5.00
Clock buffer: 18 / 429
Clock inverter: 14 / 190
Sequential cell: 196 / 3930
Timing Repair Buffer: 382 / 3680
[final timing paths]
path	start	end	slack [ns]	cells after the start
worst max-delay path	b1reg.genblk1.mux_reg_18bits.out_mux_reg[3]	m0reg.genblk1.mux_reg_18bits.out_mux_reg[32]	6.29	23
worst min-delay path	opmode.genblk1.mux_reg_18bits.out_mux_reg[5]	carryincase.genblk1.mux_reg_18bits.out_mux_reg	0.57	1
worst max register to register	b1reg.genblk1.mux_reg_18bits.out_mux_reg[3]	m0reg.genblk1.mux_reg_18bits.out_mux_reg[32]	6.29	23
worst min register to register	opmode.genblk1.mux_reg_18bits.out_mux_reg[5]	carryincase.genblk1.mux_reg_18bits.out_mux_reg	0.57	1
[layer usage]
metal | up-vias | GRT usage
met1 | 10100 | 0.272
li1 | 10200 | -
met5 | - | 0
met2 | 668 | 0.298
met3 | 86 | 0.0778
met4 | 2 | 0.0367
[per-stage QoR]
step	setup slack (ns)	power, mW	utilization	std cells	instance area (um^2)
2_1_floorplan	7.26	1.00	-	3014	25600
3_3_place_gp	5.94	1.22	0.355	4342	29800
3_5_place_dp	6.01	1.22	0.355	4342	29800
4_1_cts	6.38	1.80	0.363	4374	30400
5_1_grt	6.01	1.89	0.363	4374	30400
6_report	6.29	1.78	0.363	4376	30400
Power figures rest on the tool's default switching activity, not on a simulated workload.
