**/design/flow/design.v**
```verilog
module mux_reg_async #(
  parameter widthi = 18,
parameter REG_STATE = 1
)(
  input clk,
  input cei,
  input rst,
  input [widthi-1:0] in,
  output [widthi-1:0] out
);
reg [widthi-1:0] out_mux_reg;
assign out = (REG_STATE==1) ? out_mux_reg : in;
always @(posedge clk or posedge rst) begin
    if(rst) begin
      out_mux_reg <= 0;
    end else if (cei) begin
      out_mux_reg <= in;
    end else begin
      out_mux_reg <= 0;
    end
end
endmodule
```
**/design/flow/run.sh**
```bash
#!/bin/bash
# OpenROAD 26Q1-2900-gdf79404cd8, Yosys 0.63+post, stock flow scripts
make -C /OpenROAD-flow-scripts/flow DESIGN_CONFIG=/design/flow/config.mk WORK_HOME=/design/flow/orfs finish
```
**/design/flow/config.mk**
```make
export PLATFORM = sky130hd
export DESIGN_NAME = mux_reg_async
export DESIGN_NICKNAME = mux_reg_async
export VERILOG_FILES = /design/flow/design.v
export SDC_FILE = /design/flow/constraint.sdc
export NUM_CORES = 4
export LEC_CHECK = 1
export CORE_AREA = 10 10 79 79
export DIE_AREA = 0 0 89 89
```
**/design/flow/constraint.sdc**
```tcl
current_design mux_reg_async

set clk_period 1.0
set clk_io_pct 0.2

create_clock -name clk0 -period $clk_period [get_ports {clk}]

set non_clock_inputs [all_inputs -no_clocks]
set_input_delay [expr $clk_period * $clk_io_pct] -clock clk0 $non_clock_inputs
set_output_delay [expr $clk_period * $clk_io_pct] -clock clk0 [all_outputs]
```
==> Slide: Implementation Results <==
Implementation Results

Detailed routing
  • Vias per std cell: between 2 and 3
  • DR DRC count: 0
  • Ant diodes: 0
  • Via count: 398
  • DRT iter0 DRCs: 1
  • Number of routed nets with antenna violations: 0
  • Wirelength, routed: 1708 um
  • Drt wl/cell: between 10 and 15 um
  • TritonRoute pass-1 iters: 2

Place
  • Final HPWL DP: approximately 1500 um
  • RePlAce Congestion: between 0.7 and 0.8
  • # port buffers: 38

STA
  • Slew margin rel.: 91.68%
  • Slew of the pin with the lowest slew margin: 124.8 ps
  • RSZ-0062 raised after global routing: no
  • Hold Fails Final Rpt: 0
  • Max Slew Vio Count: 0
  • Final setup fails: 0
  • Setup TNS: 0 ps
  • Fin crit period: 912.7 ps
  • Max Freq: 1096 MHz
  • Hold slack: 261.3 ps
  • Final period util: 91.27%

Clock network
  • CTS sink count: 18
  • Number of setup buffers added after CTS: 0
  • H-tree depth: 1
  • Clock transition at path regs: 60 ps
  • Clock buffer depth: 2
  • TritonCTS buffer count: 3
  • CTS root buf: clkbuf_8
  • CTS tree: built

Logic synthesis
  • Synth cell types: 5
  • Top-count cell post-synth: dfrtp_1
  • Synth Flop Type: dfrtp_1
  • Max-area cell share: 75.63%
  • Synth Area per Inst: about 16 um2
  • Seq share, synth: 75.63%
  • Warnings, synthesis: 1
  • Top area cell types: dfrtp_1, and2_2, and2_1
  • Yosys Instances: 38
  • Top cells by count, synth: dfrtp_1, and2_2, and2_1
  • Largest area contributor in the netlist: dfrtp_1
  • Post-Syn Instances: 38
  • Mapped Area: 595.6 um2
  • Number of enable flip-flop cells: 0
  • Registers, synthesis: 18
  • Area reported by Yosys stat: about 600 um2
  • Asr flop ratio synth: ~100%

Die
  • Core Area: 0.004661 mm2
  • Die Y: 89 um
  • Die area: ~0.0079 mm2
  • I/O pin total: 39
  • Fp util: about an eighth
  • DIE WIDTH: 89 um
  • Placement row count: 25

Power and ir drop
  • Internal power: 1.239 mW
  • Lkg Pwr: roughly 0.50 nW
  • Clock Power Share: a little under two fifths
  • Switching share of power: 17.93%
  • Gate power share: approximately 12%
  • VDD IR max: 0.0004058 V
  • Psw: 0.2706 mW
  • Power density cells: 1473 mW/mm2
  • Seq pwr share: 51.2%

Setup path
  • Type of origin of the critical path: flip-flop
  • Crit path DRT: 800 ps
  • Crit-path cells: buf_2
  • CP Capture Type: output pin
  • Critical path type: reg -> out
  • Setup crit start: out_mux_reg[5]
  • Critical Path AT: approximately 710 ps
  • Crit-path max cell delay: 350 ps
  • Worst-path fanout max: 1
  • Top delay family on crit path: flip-flops
  • Critical Path Slowest Stage Cell: dfrtp_1
  • Buf+Inv Stages, Crit Path: 1

GRT
  • Antenna violations before repair: 0
  • Largest net degree at the start of global routing: 19
  • Vias in the first global route: about 460
  • All-Layer GR Usage: 4.228%
  • First-pass GRT wire length: about 2400 um
  • Grt ovf: 0

Finish
  • Fraction of layout cells with a size suffix above 1: between 40% and 50%
  • Max reg flops: 18
  • Area growth, synth to finish: 72.06%

Run
  • Max_cap viols: 0
  • Number of logged tool warnings: 26

Status
  • Status: complete, no violations

Min path
  • Hold/Removal Path Class: in -> async
-- worst max-delay path by stage --
stage | cells after the start | to
after CTS | 1 | out[15]
after global routing | 1 | out[2]
final | 1 | out[5]
-- metal layers --
| layer | vias up | part of all wire, % | global-route usage [%] |
|---|---|---|---|
| met5 | - | 0 | 0 |
| li1 | 198 | - | - |
| met2 | 23 | 54 | 8.245 |
| met3 | 3 | 16 | 2.663 |
| met1 | 174 | 29 | 3.541 |
| met4 | 0 | 1.2 | 0.5780 |
-- power by group through the flow --
stage | Clock (mW) | Sequential [mW] | Combinational, mW
after CTS | 0.576 | 0.774 | 0.194
after global routing | 0.629 | 0.775 | 0.194
final | 0.563 | 0.773 | 0.173
-- cells by family (layout without fill, tap and decap cells) --
family | count (synthesis) | in the layout | share of synthesized area, %
simple gates | 18 | 18 | 21.85
flops | 18 | 18 | 75.63
buf+inv | 2 | 45 | 2.520
-- cell type report --
class	instances	area, um2
repair buffers	40	317.8
fillers	486	3636
multi-input cells	18	130.1
inverters	1	3.754
clock buffers	4	55.05
flip-flops and latches	18	450.4
well taps	54	67.56
-- per-stage QoR --
step	cells	cell area, um2	total power [mW]	worst slack [ps]	util [%]
final	135	1025	1.509	87.35	21.99
after global routing	135	1025	1.598	47.37	21.99
after floorplan	38	595.6	0.8239	427.3	-
after global placement	131	1060	0.9977	-62.85	22.74
after CTS	135	1100	1.544	-10.34	23.60
after detailed placement	131	1060	1.002	-78.69	22.74
-- layout by cell type, fill, tap and decap left out --
cell type,Yosys,final
and2_2,14,14
clkbuf_8,0,4
and2_1,4,4
clkbuf_2,0,15
buf_12,0,1
inv_1,1,1
dfrtp_1,18,18
buf_2,0,3
clkdlybuf4s50_1,0,20
buf_4,0,1
-- repair_timing --
action,CTS,global route
gates resized,42,15
setup endpoints to repair,18,15
hold buffers,0,0
Power and IR drop assume default switching activity.
